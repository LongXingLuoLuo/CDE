### design/flow/run.sh
#!/bin/bash
# OpenROAD 26Q1-2900-gdf79404cd8, Yosys 0.63+post, stock flow scripts
make -C /OpenROAD-flow-scripts/flow DESIGN_CONFIG=/design/flow/config.mk WORK_HOME=/design/flow/orfs finish
### design/flow/config.mk
export PLATFORM = sky130hd
export DESIGN_NAME = RegFile
export DESIGN_NICKNAME = RegFile
export VERILOG_FILES = /design/flow/design.v
export SDC_FILE = /design/flow/constraint.sdc
export NUM_CORES = 4
export LEC_CHECK = 1
export CORE_UTILIZATION = 30
### design/flow/constraint.sdc
current_design RegFile

set clk_period 14.4
set clk_io_pct 0.2

create_clock -name clk0 -period $clk_period [get_ports {clk}]

set non_clock_inputs [all_inputs -no_clocks]
set_input_delay [expr $clk_period * $clk_io_pct] -clock clk0 $non_clock_inputs
set_output_delay [expr $clk_period * $clk_io_pct] -clock clk0 [all_outputs]
### design/flow/design.v
`timescale 1ns / 1ps
module RegFile(
  input                       clk,
  input                       rst,
  input                       read_en_1,
  input       [4:0] read_addr_1,
  output  reg [31:0]     read_data_1,
  input                       read_en_2,
  input       [4:0] read_addr_2,
  output  reg [31:0]     read_data_2,
  input                       write_en,
  input       [4:0] write_addr,
  input       [31:0]     write_data
);
  reg[31:0] registers[0:31];
  integer i;
  always @(posedge clk) begin
    if (rst) begin
      for (i = 0; i < 32; i = i + 1) begin
        registers[i] <= 0;
      end
    end
    else if (write_en && |write_addr) begin
      registers[write_addr] <= write_data;
    end
  end
  always @(*) begin
    if (rst) begin
      read_data_1 <= 0;
    end
    else if (read_addr_1 == write_addr && write_en && read_en_1) begin
      read_data_1 <= write_data;
    end
    else if (read_en_1) begin
      read_data_1 <= registers[read_addr_1];
    end
    else begin
      read_data_1 <= 0;
    end
  end
  always @(*) begin
    if (rst) begin
      read_data_2 <= 0;
    end
    else if (read_addr_2 == write_addr && write_en && read_en_2) begin
      read_data_2 <= write_data;
    end
    else if (read_en_2) begin
      read_data_2 <= registers[read_addr_2];
    end
    else begin
      read_data_2 <= 0;
    end
  end
endmodule  
==> reports/qor.yml <==
yosys:
  netlist_area_um2: 56800
  top_cells_by_count: "edfxtp_1, and2_1, mux2i_1"
  ys_seq_share_pct: 54.2
  yosysChipArea_um2: 56800
  flop_cell: "edfxtp_1"
  synth_cells: 4353
  yosysUniqueCellTypes: 46
  ys_async_sr_fraction_pct: 0
  top_cell_area_share_pct: 54.2
  ys_cells: 4353
  top_area_cell: "edfxtp_1"
  synth-edff-count: 1024
  post-synth-top-count-cell: "edfxtp_1"
  avgSynthCellArea_um2: 13.0
  ys_warn_count: 1
  synthTopCellsByArea: "edfxtp_1, mux2i_1, and2_1"
  ys_ff: 1024
final_timing:
  tightest_slew_ns: 1.02
  worst_slack_ns: 4.26
  period_minus_slack_ns: 10.14
  relSlewSlack_pct: 31.7
  max_freq_mhz: 98.6
  drv_slew: 0
  finalSetupTns_ns: 0
  hold_viol: 0
  fin_crit_sh_pct: 70.4
  setup_viol: 0
  rsz0062_at_grt: "no"
flow_run:
  tool_warnings: 26
  maxCapViolCount: 0
floorplanning:
  io-pin-count: 116
  design.core.area_um2: 188000
  fp_util_pct: 30.2
  dieArea_um2: 191000
  fp-row-count: 159
  die_height_um: 437
  die_w_um: 437
worst_setup_path:
  arrival_ns: 7.26
  crit_type: "input port to primary output"
  cp-end-kind: "primary output"
  required_ns: 11.52
  worstSetupStartpointType: "input port"
  crit_fanout: 62
global_routing:
  grt_pass1_wl_mm: 283
  grt_max_degree: 87
  grt_pass1_vias: 39333
  globalRouteOverflowTotal: 0
  antenna_found_initial: 6
  grt_usage_pct: 21.9
route:
  viasPerCell: 5.43
  drc: 0
  initialDrtViolationCount: 2622
  drt_wl_total_mm: 200
  firstDrtPassIters: 26
  drtAntennaViolNets: 0
  wl_per_cell_um: 29.0
  vias: 37451
layout:
  largest_reg_flops: 1024
  reg_top3: "registers: 1024 flops"
  num-fill-cells: 18026
  syn_to_final_growth_pct: 12.3
  layout-drive-gt1-share_pct: 12.3
  regMostFlops: "registers"
clock_tree:
  postCtsSetupRepairBufs: 0
  htree_num_levels: 3
  clock_path_buffers: 3
  ctsHoldBuffers: 0
  clock-sinks: 1024
  cts-resized-gates: 0
  tritoncts: "built"
  numCtsBuffers: 107
  path_clk_slew_ns: 0.06
  cts_root_buf: "clkbuf_16"
place:
  gp_congestion: 0.897
  dp_slack_ns: 4.31
  port_buffers: 115
  dpl.hpwl_mm: 117
outcome:
  outcome: "completed"
pwr:
  p_leak_uw: 0.0231
  power_density_nw_per_um2: 112
  irDropWorstVdd_v: 0.0000882
min_path:
  min_path_type: "input port to flop"
-- cell families (layout without fill, tap and decap cells) --
kind of cell	Yosys count	in the layout	share of synthesized area, %
AND-OR/OR-AND	724	724	8.98
XOR/XNOR	10	10	0.154
buffers and inverters	453	469	4.04
flip-flops	1024	1024	54.2
multiplexers	950	950	19.8
other	1	38	0.00661
AND/OR/NAND/NOR	1191	1191	12.8
-- path summary, 6_finish.rpt --
kind,to,slack (ns),cells past startpoint,start
worst max-delay path,read_data_1[12],4.26,9,read_addr_1[0]
worst min-delay path,registers[0][31],2.60,1,rst
-- routing by layer --
metal  wire length, um  part of all wire (%)  GRT usage, %  up-vias
met5               126                 0.063         0.479        -
met4             10900                   5.4          9.44        8
met3             27900                    14          13.4      473
met2             91300                    46          32.8     2316
met1             69800                    35          25.2    18351
li1                  -                     -             -    16303
-- cell type report --
class                      instances  area (um^2)  area share, %
antenna                            6         15.0         0.0236
clock buffer                     134         2820           4.43
clock inverter                    61          546          0.856
inverter                           1         3.75        0.00589
multi-input combinational       2907        24100           37.9
sequential                      1024        30700           48.2
tap                             2495         3120           4.90
timing repair buffer             273         2350           3.68
-- worst max-delay path, stage by stage --
cell and delay (ns):
buf_8 0.48, buf_4 0.71, buf_4 0.67, buf_4 0.73, mux4_2 0.59, mux2i_1 0.17, nand2_1 0.08, a32o_1 0.33
clkdlybuf4s50_1 0.44
-- through the flow --
stage / total power (uW) / hold WS, ns / area (um^2) / util, % / std cells
floorplan: 4100 / 3.08 / 56900 / - / 4384
global placement: 4460 / 3.36 / 60400 / 32.1 / 6700
detailed placement: 4470 / 3.36 / 60400 / 32.1 / 6700
CTS: 7190 / 2.58 / 63700 / 33.9 / 6895
global route: 7370 / 2.59 / 63700 / 33.9 / 6896
finish: 7160 / 2.60 / 63700 / 33.9 / 6901
-- report_power, final --
part           switching, uW  total (uW)  leakage, uW  internal (uW)
logic                    567         890       0.0117            323
registers               79.9        3520      0.00975           3440
clock network           1200        2750      0.00164           1540
total                   1850        7160       0.0231           5310
-- placed cells by master (no fill, tap or decap), types with 3 or more instances in the layout --
| master | count |
|---|---|
| edfxtp_1 | 1024 |
| and2_1 | 993 |
| mux2i_1 | 809 |
| a22oi_1 | 372 |
| buf_4 | 160 |
| a21oi_1 | 156 |
| mux4_2 | 140 |
| clkbuf_16 | 109 |
| clkdlybuf4s50_1 | 104 |
| a211oi_1 | 64 |
| nand2_1 | 63 |
| nand3b_1 | 36 |
| a22o_1 | 32 |
| conb_1 | 32 |
| o21ai_0 | 31 |
| a32o_1 | 31 |
| or2_2 | 31 |
| a21boi_0 | 30 |
| nor2_4 | 28 |
| clkinv_1 | 26 |
| clkbuf_1 | 25 |
| clkinv_2 | 16 |
| nor2_2 | 9 |
| bufinv_16 | 9 |
| diode_2 | 6 |
| xnor2_1 | 6 |
| nor2b_1 | 5 |
| nor2b_4 | 5 |
| xor2_1 | 4 |
| clkinvlp_4 | 4 |
| buf_2 | 4 |
| nand3_1 | 3 |
| or3b_2 | 3 |
| inv_6 | 3 |
| buf_8 | 3 |
Power and IR drop assume default switching activity.
