[flow/design.v]
`timescale 1ns / 1ps
module EX (
    input      [   5:0] funct,
    input      [   4:0] shamt,
    input      [    31:0] operand_1,
    input      [    31:0] operand_2,
    input                      mem_read_flag_in,
    input                      mem_write_flag_in,
    input                      mem_sign_ext_flag_in,
    input      [ 3:0] mem_sel_in,
    input      [    31:0] mem_write_data_in,
    input                      reg_write_en_in,
    input      [4:0] reg_write_addr_in,
    input      [    31:0] current_pc_addr_in,
    input      [    31:0] hi_in,
    input      [    31:0] lo_in,
    input                           mult_div_done,
    input       [63:0]  mult_div_result,
    input                           cp0_write_en_in,
    input                           cp0_read_en_in,
    input       [7:0]     cp0_addr_in,
    input       [31:0]         cp0_write_data_in,
    input       [31:0]         cp0_read_data_in,
    output                     ex_load_flag,
    output                     mem_read_flag_out,
    output                     mem_write_flag_out,
    output                     mem_sign_ext_flag_out,
    output     [ 3:0] mem_sel_out,
    output     [    31:0] mem_write_data_out,
    output reg [    31:0] result,
    output                     reg_write_en_out,
    output     [4:0] reg_write_addr_out,
    output     [    31:0] current_pc_addr_out,
    output  reg                stall_request,
    output  reg                 hilo_write_en,
    output  reg [31:0]     hi_out,
    output  reg [31:0]     lo_out,
    output                          cp0_write_en_out,
    output      [31:0]         cp0_write_data_out,
    output      [7:0]     cp0_addr_out
);
    assign ex_load_flag = mem_read_flag_in;
    assign mem_read_flag_out = mem_read_flag_in;
    assign mem_write_flag_out = mem_write_flag_in;
    assign mem_sign_ext_flag_out = mem_sign_ext_flag_in;
    assign mem_sel_out = mem_sel_in;
    assign mem_write_data_out = mem_write_data_in;
    assign reg_write_en_out = reg_write_en_in && !mem_write_flag_in;
    assign reg_write_addr_out = reg_write_addr_in;
    assign current_pc_addr_out = current_pc_addr_in;
    assign cp0_write_en_out = cp0_write_en_in;
    assign cp0_addr_out = cp0_addr_in;
    assign cp0_write_data_out = cp0_write_data_in;
    wire[31:0] operand_2_mux =
      (funct == 6'b100011 || funct == 6'b101010)
        ? (~operand_2) + 1 : operand_2;
    wire [31:0] result_sum = operand_1 + operand_2_mux;
    wire operand_1_lt_operand_2 = funct == 6'b101010 ?
    ((operand_1[31] && !operand_2[31]) ||
    (!operand_1[31] && !operand_2[31] && result_sum[31]) ||
    (operand_1[31] && operand_2[31] && result_sum[31])) : (operand_1 < operand_2);
    always @(*) begin
        case (funct)
            6'b001001, 6'b100101: result <= operand_1 | operand_2;
            6'b100100: result <= operand_1 & operand_2;
            6'b100110: result <= operand_1 ^ operand_2;
            6'b100111: result <= ~(operand_1 | operand_2);
            6'b101010, 6'b101011: result <= {31'b0, operand_1_lt_operand_2};
            6'b100001, 6'b100011: result <= result_sum;
            6'b000000: result <= operand_2 << shamt;
            6'b000100: result <= operand_2 << operand_1[4:0];
            6'b000010: result <= operand_2 >> shamt;
            6'b000110: result <= operand_2 >> operand_1[4:0];
            6'b000011:
            result <= ({32{operand_2[31]}} << (6'd32 - {1'b0, shamt})) | operand_2 >> shamt;
            6'b000111:
            result <= ({32{operand_2[31]}} << (6'd32 - {1'b0, operand_1[4:0]})) | operand_2 >> operand_1[4:0];
            6'b010000: result <= hi_in;
            6'b010010: result <= lo_in;
            default: result <= cp0_read_en_in ? cp0_read_data_in : 0;        
        endcase
    end
    always @(*) begin
        case (funct)
            6'b011000, 6'b011001, 
            6'b011010, 6'b011011: begin
                stall_request <= !mult_div_done;
            end
            default: stall_request <= 0;
        endcase
    end
    always @(*) begin
        case (funct)
            6'b011000, 6'b011001, 
            6'b011010, 6'b011011: begin
                hilo_write_en <= 1;
                hi_out <= mult_div_result[63:32];
                lo_out <= mult_div_result[31: 0];
            end
            6'b010001: begin
                hilo_write_en <= 1;
                hi_out <= operand_1;
                lo_out <= lo_in;
            end
            6'b010011: begin
                hilo_write_en <= 1;
                hi_out <= hi_in;
                lo_out <= operand_1;
            end
            default: begin
                hilo_write_en <= 0;
                hi_out <= hi_in;
                lo_out <= lo_in;
            end
        endcase
    end
endmodule   
[flow/run.sh]
#!/bin/bash
# OpenROAD 26Q1-2900-gdf79404cd8, Yosys 0.63+post, stock flow scripts
make -C /OpenROAD-flow-scripts/flow DESIGN_CONFIG=/design/flow/config.mk WORK_HOME=/design/flow/orfs finish
[flow/config.mk]
export PLATFORM = sky130hd
export DESIGN_NAME = EX
export DESIGN_NICKNAME = EX
export VERILOG_FILES = /design/flow/design.v
export SDC_FILE = /design/flow/constraint.sdc
export NUM_CORES = 4
export LEC_CHECK = 1
export CORE_AREA = 10 10 296 296
export DIE_AREA = 0 0 306 306
[flow/constraint.sdc]
current_design EX

set clk_period 13.8
set clk_io_pct 0.2

create_clock -name clk0 -period $clk_period

set non_clock_inputs [all_inputs -no_clocks]
set_input_delay [expr $clk_period * $clk_io_pct] -clock clk0 $non_clock_inputs
set_output_delay [expr $clk_period * $clk_io_pct] -clock clk0 [all_outputs]
==> highlights.md <==
- 0 — number of failing setup endpoints in the final timing report
- 4.909% — xor+xnor area frac
- 0 — maximum capacitance violations
- 0 — hold violation count in the final report
- 0.08081 sq mm — total core area
- 0.8823 ns — Least-Margin Pin Slew
- 1457 — initial DRC count
- 0.01162 sq mm — synthesized area
- 31.60% — Layout Area Growth over Synthesis
- 14.38% — adder-cell share of the synthesized area
- 38.21 mW/mm^2 — power density cells
- 2.477 ns — worst setup slack after layout
- 6.020 nW — leakage power
- 14250 — count of vias placed by the detailed router
- input pin — Setup crit start kind
- 0.01162 sq mm — Chip Area, Yosys
- 11.80% — mux share of post-synthesis cell area
- 0 — remaining antenna violation count
- finished, final reports clean — outcome
- 13 — antenna violations before repair
- 26.95 um — average wire per cell in the routed design
- 6.854 sq um — syn avg cell area
- in -> out — worst min path class
- 14080 — via count of the first global-routing pass
- 1 — total of warnings raised by yosys
- 0 — number of instances on the worst hold path
- 0.0005845 W — total power of the final layout
- 16.08% — total global-route track usage
- 0 ns — setup TNS after final layout
- 0 — setup bufs post-CTS
- 82.05% — post-layout period usage of the worst path
- 0 — layout sequential cell count
- 7 — total iterations of the first detailed-routing run
- 78300 um — final routed wirelength across all metal layers
- 11.04 ns — Required @ worst endpoint
- 0.09364 sq mm — full die area
- 0 — number of gates given a new drive strength after cts
- 4.906 — via-per-instance ratio
- 1696 — Syn Inst Count
- 572 — I/O pin total
- 18.93% — core occupancy in the finished layout
- 0 — count of pins over their slew limit
- 65650 um — HPWL after detailed placement
- 339 — Port Buffer Count
- 31.04% — synthesized-area fraction occupied by ao, oa, aoi and oai cells
- 88.32 MHz — Max Freq
- 9147 — number of filler instances in the final layout
- in -> out — Worst Path Class, Setup
- 0.00001353 V — maximum resistive drop on vdd
- 1.024 — final weighted congestion in routability-driven placement
- 8.56 ns — Arr. time, crit path
- 1696 — number of cells in the yosys synthesis report
- 6.782% — share of final-layout standard cells stronger than drive strength 1
- 108700 um — global-route wire length before repair
- 0 — Remaining DRCs
- 0 — global-route congestion overflow total
- 11.32 ns — min cycle time layout
- output port — sort of element at the end of the critical path
- 41.18% — max_slew headroom
- 306 um — x dimension of the die
- cp0_addr_out[0] — Hold Path End
- 0.01530 sq mm — post-route cell area
- cp0_addr_in[0] — Worst Hold Launch
- false — unrepaired setup endpoints after global routing
- 0 — tally of clock buffers in the finished layout
- 22.59% — area share of and/or/nand/nor cells after synthesis
- 306 um — Die Y
- 99 — OpenROAD warning count
- 104 — placement row count
- 0 — hold buffer count at CTS
- 14.38% — fp util
- 13 — critical path peak fanout
- 52 — maximum number of pins on one net before global-route repair
- 0% — Synth Seq Share
- 0.01529 sq mm — dpl cell area
- AND-OR/OR-AND gates — dominant combinational cell family by area after synthesis
- 0 sq um — sequential cell area
- 93 — count of cell types in the netlist
- 2.573 ns — pre-CTS worst setup slack
how the worst max path moves through the flow:
stage	startpoint	to	slack, ns
final	funct[5]	result[31]	2.48
after global routing	funct[5]	result[31]	2.19
after CTS	operand_2[9]	result[31]	2.54
layout by cell type, fill, tap and decap left out, drive strengths merged, types with 14 or more instances in the layout:
cell	count
xnor2	49
o22ai	15
a221oi	18
clkdlybuf4s50	339
nand2	274
a22oi	117
o21ai	94
buf	44
mux2	14
ha	132
nand3	72
inv	87
o211ai	34
nand2b	14
nor2	82
xor2	14
a21oi	88
mux4	19
nor3	31
mux2i	76
o221ai	32
per-stage QoR:
step	std cells	hold slack, ns
after global placement	2903	5.520
after detailed placement	2903	5.520
final	2905	5.520
after floorplan	1696	5.533
after global routing	2903	5.520
after CTS	2903	5.520
cell families (layout without fill, tap and decap cells):
logic type               count (synthesis)  count (layout)
AND/OR/NAND/NOR                        555             555
AND-OR/OR-AND                          513             513
buffers and inverters                  323             470
adder cells (fa/ha/maj)                133             133
multiplexers                           109             109
XOR/XNOR                                63              63
other                                    0               2
per-layer routing:
layer / vias to the layer above / part of all wire [%] / global-route usage [%] / wire length (um)
met1: 6850 / 42 / 20.75 / 32500
met3: 132 / 9.7 / 4.749 / 7618
met2: 809 / 46 / 26.26 / 36010
met4: 16 / 2.6 / 3.512 / 2060
met5: - / 0.14 / 0 / 107
li1: 6446 / - / - / -
cell usage after synthesis (5+ instances only):
master	number	area, sq um
sky130_fd_sc_hd__a221oi_1	18	157.7
sky130_fd_sc_hd__mux2_2	11	123.9
sky130_fd_sc_hd__buf_4	125	938.4
sky130_fd_sc_hd__a22oi_1	117	878.3
sky130_fd_sc_hd__o31ai_1	10	75.07
sky130_fd_sc_hd__nor4_1	6	37.54
sky130_fd_sc_hd__o211ai_1	34	255.2
sky130_fd_sc_hd__inv_1	87	326.6
sky130_fd_sc_hd__nand4_1	12	75.07
sky130_fd_sc_hd__buf_6	8	90.09
sky130_fd_sc_hd__clkbuf_1	69	259.0
sky130_fd_sc_hd__mux4_2	19	427.9
sky130_fd_sc_hd__a211oi_1	9	67.56
sky130_fd_sc_hd__buf_1	7	26.28
sky130_fd_sc_hd__a222oi_1	8	80.08
sky130_fd_sc_hd__buf_2	26	130.1
sky130_fd_sc_hd__o22ai_1	14	87.58
sky130_fd_sc_hd__ha_1	132	1652
sky130_fd_sc_hd__o2111ai_1	5	43.79
sky130_fd_sc_hd__and4_1	6	52.55
sky130_fd_sc_hd__nor3_1	28	140.1
sky130_fd_sc_hd__or3_1	9	56.30
sky130_fd_sc_hd__o221ai_1	29	254.0
sky130_fd_sc_hd__o21ai_0	87	435.4
sky130_fd_sc_hd__mux2i_1	74	740.7
sky130_fd_sc_hd__xor2_1	14	122.6
sky130_fd_sc_hd__o21bai_1	5	37.54
sky130_fd_sc_hd__and2_1	10	62.56
sky130_fd_sc_hd__and3_1	11	68.82
sky130_fd_sc_hd__a221o_1	8	80.08
sky130_fd_sc_hd__o21ai_1	7	35.03
sky130_fd_sc_hd__nand2b_1	14	87.58
sky130_fd_sc_hd__a32oi_1	5	43.79
sky130_fd_sc_hd__a21o_1	13	97.59
sky130_fd_sc_hd__nor2_1	78	292.8
sky130_fd_sc_hd__a21oi_1	88	440.4
sky130_fd_sc_hd__nand2_1	271	1017
sky130_fd_sc_hd__nor2b_1	11	68.82
sky130_fd_sc_hd__nand3_1	72	360.4
sky130_fd_sc_hd__xnor2_1	48	420.4
sky130_fd_sc_hd__a31oi_1	8	50.05
where the power goes:
part / internal (W) / total [W] / switching, W
sequential: 0 / 0 / 0
clock: 0.0000000000194 / 0.0000000000195 / 0
combinational: 0.000252 / 0.000585 / 0.000333
worst max-delay path, cell delays in order:
cell                              delay [ns]
sky130_fd_sc_hd__clkdlybuf4s50_1        0.83
sky130_fd_sc_hd__nor2b_1                0.44
sky130_fd_sc_hd__nand4_1                0.56
sky130_fd_sc_hd__a31oi_1                0.39
sky130_fd_sc_hd__xnor2_1                0.11
sky130_fd_sc_hd__ha_1                   0.36
sky130_fd_sc_hd__nand3_1                0.09
sky130_fd_sc_hd__o211ai_1               0.32
sky130_fd_sc_hd__a21oi_1                0.24
sky130_fd_sc_hd__o211ai_1               0.42
sky130_fd_sc_hd__a21oi_1                0.23
sky130_fd_sc_hd__o21ai_0                0.45
sky130_fd_sc_hd__nand2_1                0.17
sky130_fd_sc_hd__and4_1                 0.23
sky130_fd_sc_hd__or4_1                  0.53
sky130_fd_sc_hd__clkdlybuf4s50_1        0.44
final cells by class:
cell class	count	area (sq um)	share of cell area (%)
timing repair buffer	383	3724	24.34
antenna	2	5.005	0.03272
inverter	87	326.6	2.135
multi-input combinational	1373	9916	64.82
tap	1060	1326	8.670
No activity file was given, so power comes from the tool's default toggle rates.
